==> flow/design.v <==
module i2c_master_multibyte #(
    parameter CLK_FREQ = 27_000_000,
    parameter I2C_FREQ = 100_000
) (
    input  wire clk,
    input  wire rst_n,
    input  wire start,          
    input  wire stop,           
    input  wire data_valid,     
    input  wire [7:0] data_in,  
    output reg  data_req,       
    output reg  busy,           
    output reg  scl,
    inout  wire sda
);
    localparam integer DIVIDER = (CLK_FREQ / (I2C_FREQ * 2));
    reg [15:0] clk_cnt;
    reg [3:0] state;
    reg [7:0] shifter;
    reg [3:0] bit_cnt;
    reg sda_out, sda_oe;
    wire sda_in = sda;
    reg last_byte;  
    localparam
        IDLE    = 4'd0,
        START   = 4'd1,
        LOAD    = 4'd2,
        SEND0   = 4'd3,
        SEND1   = 4'd4,
        ACK0    = 4'd5,
        ACK1    = 4'd6,
        STOP0   = 4'd7,
        STOP1   = 4'd8,
        DONE    = 4'd9;
    assign sda = sda_oe ? sda_out : 1'bz;
    always @(posedge clk or negedge rst_n) begin
        if (!rst_n) begin
            scl <= 1;
            sda_out <= 1;
            sda_oe <= 1;
            busy <= 0;
            bit_cnt <= 0;
            data_req <= 0;
            state <= IDLE;
            clk_cnt <= 16'd0;
            last_byte <= 0;
        end else begin
            case (state)
                IDLE: begin
                    scl <= 1;
                    sda_out <= 1;
                    sda_oe <= 1;
                    busy <= 0;
                    clk_cnt <= 16'd0;
                    data_req <= 0;
                    last_byte <= 0;
                    if (start) begin
                        busy <= 1;
                        state <= START;
                    end
                end
                START: begin
                    sda_out <= 0; sda_oe <= 1; scl <= 1;
                    clk_cnt <= (clk_cnt + 16'd1);
                    if (clk_cnt == DIVIDER-1) begin
                        clk_cnt <= 16'd0;
                        scl <= 0;
                        state <= LOAD;
                    end
                end
                LOAD: begin
                    data_req <= 1;
                    if (data_valid) begin
                        shifter <= data_in;
                        bit_cnt <= 4'd7;
                        last_byte <= stop;
                        data_req <= 0;
                        state <= SEND0;
                    end
                end
                SEND0: begin
                    sda_out <= shifter[bit_cnt]; sda_oe <= 1; scl <= 0;
                    clk_cnt <= (clk_cnt + 16'd1);
                    if (clk_cnt == DIVIDER-1) begin
                        clk_cnt <= 16'd0;
                        scl <= 1;
                        state <= SEND1;
                    end
                end
                SEND1: begin
                    sda_out <= shifter[bit_cnt]; sda_oe <= 1; scl <= 1;
                    clk_cnt <= (clk_cnt + 16'd1);
                    if (clk_cnt == DIVIDER-1) begin
                        clk_cnt <= 16'd0;
                        if (bit_cnt == 0)
                            state <= ACK0;
                        else begin
                            bit_cnt <= bit_cnt - 4'd1;
                            scl <= 0;
                            state <= SEND0;
                        end
                    end
                end
                ACK0: begin
                    sda_oe <= 0; scl <= 0;
                    clk_cnt <= (clk_cnt + 16'd1);
                    if (clk_cnt == DIVIDER-1) begin
                        clk_cnt <= 16'd0;
                        scl <= 1;
                        state <= ACK1;
                    end
                end
                ACK1: begin
                    sda_oe <= 0; scl <= 1;
                    clk_cnt <= (clk_cnt + 16'd1);
                    if (clk_cnt == DIVIDER-1) begin
                        clk_cnt <= 16'd0;
                        if (last_byte)
                            state <= STOP0;
                        else begin
                            scl <= 0;
                            sda_oe <= 1;
                            state <= LOAD;
                        end
                    end
                end
                STOP0: begin
                    sda_out <= 0; sda_oe <= 1; scl <= 0;
                    clk_cnt <= (clk_cnt + 16'd1);
                    if (clk_cnt == DIVIDER-1) begin
                        clk_cnt <= 16'd0;
                        scl <= 1;
                        state <= STOP1;
                    end
                end
                STOP1: begin
                    sda_out <= 1; sda_oe <= 1; scl <= 1;
                    clk_cnt <= (clk_cnt + 16'd1);
                    if (clk_cnt == DIVIDER-1) begin
                        clk_cnt <= 16'd0;
                        state <= DONE;
                    end
                end
                DONE: begin
                    busy <= 0;
                    state <= IDLE;
                end
            endcase
        end
    end
endmodule
module i2c_oled_init_top (
    input  wire clk,
    input  wire rst_n,
    output wire scl,
    inout  wire sda,
    output wire oled_init_done_n
);
    wire fsm_init_done;
    assign oled_init_done_n = ~fsm_init_done;  
    wire start, stop, data_valid, data_req, busy;
    wire [7:0] data_out;
    oled_init_multibyte oled_fsm (
        .clk(clk), .rst_n(rst_n),
        .start(start), .stop(stop),
        .data_valid(data_valid), .data_out(data_out),
        .data_req(data_req), .busy(busy),
        .init_done(fsm_init_done)
    );
    i2c_master_multibyte #(
        .CLK_FREQ(27_000_000),  
        .I2C_FREQ(100_000)      
    ) i2c (
        .clk(clk), .rst_n(rst_n),
        .start(start), .stop(stop),
        .data_valid(data_valid), .data_in(data_out),
        .data_req(data_req), .busy(busy),
        .scl(scl), .sda(sda)
    );
endmodule
module oled_init_multibyte #(
    parameter I2C_ADDR = 8'h78  
) (
    input  wire clk,
    input  wire rst_n,
    output reg  start,         
    output reg  stop,          
    output reg  data_valid,    
    output reg  [7:0] data_out,
    input  wire data_req,      
    input  wire busy,          
    output reg  init_done
);
    reg [7:0] init_data [0:51];
    initial begin
        init_data[0]  = I2C_ADDR;      
        init_data[1]  = 8'h00;         
        init_data[2]  = 8'hAE;         
        init_data[3]  = 8'h00; init_data[4]  = 8'hD5; init_data[5]  = 8'h80;
        init_data[6]  = 8'h00; init_data[7]  = 8'hA8; init_data[8]  = 8'h3F;
        init_data[9]  = 8'h00; init_data[10] = 8'hD3; init_data[11] = 8'h00;
        init_data[12] = 8'h00; init_data[13] = 8'h40;
        init_data[14] = 8'h00; init_data[15] = 8'h8D; init_data[16] = 8'h14;
        init_data[17] = 8'h00; init_data[18] = 8'h20; init_data[19] = 8'h00;
        init_data[20] = 8'h00; init_data[21] = 8'hA1;
        init_data[22] = 8'h00; init_data[23] = 8'hC8;
        init_data[24] = 8'h00; init_data[25] = 8'hDA; init_data[26] = 8'h12;
        init_data[27] = 8'h00; init_data[28] = 8'h81; init_data[29] = 8'hCF;
        init_data[30] = 8'h00; init_data[31] = 8'hD9; init_data[32] = 8'hF1;
        init_data[33] = 8'h00; init_data[34] = 8'hDB; init_data[35] = 8'h40;
        init_data[36] = 8'h00; init_data[37] = 8'hA4;
        init_data[38] = 8'h00; init_data[39] = 8'hA6;
        init_data[40] = 8'h00; init_data[41] = 8'h2E;
        init_data[42] = 8'h00; init_data[43] = 8'h00;
        init_data[44] = 8'h00; init_data[45] = 8'h10;
        init_data[46] = 8'h00; init_data[47] = 8'hB0;
        init_data[48] = 8'h00; init_data[49] = 8'hAF;
        init_data[50] = 8'hA5;  
        init_data[51] = 8'h00;
    end
    reg [7:0] idx;
    reg fsm_active;
    always @(posedge clk or negedge rst_n) begin
        if (!rst_n) begin
            idx <= 8'd0;
            start <= 0;
            stop <= 0;
            data_valid <= 0;
            data_out <= 8'h00;
            fsm_active <= 0;
            init_done <= 0;
        end else begin
            if (!fsm_active && !init_done) begin
                if (!busy) begin
                    idx <= 8'd0;
                    fsm_active <= 1;
                    start <= 1;  
                end
            end else if (fsm_active) begin
                start <= 0;
                if (data_req) begin
                    data_out <= init_data[idx];
                    data_valid <= 1;
                    if (idx == 8'd51) stop <= 1;
                end
                if (data_valid) begin
                    data_valid <= 0;
                    stop <= 0;
                    idx <= idx + 8'd1;
                    if (idx == 8'd51) begin
                        fsm_active <= 0;
                        init_done <= 1;
                    end
                end
            end
        end
    end
endmodule
==> flow/run.sh <==
#!/bin/bash
# OpenROAD 26Q1-2900-gdf79404cd8, Yosys 0.63+post, stock flow scripts
make -C /OpenROAD-flow-scripts/flow DESIGN_CONFIG=/design/flow/config.mk WORK_HOME=/design/flow/orfs finish
==> flow/config.mk <==
export PLATFORM = sky130hd
export DESIGN_NAME = i2c_oled_init_top
export DESIGN_NICKNAME = i2c_oled_init_top
export VERILOG_FILES = /design/flow/design.v
export SDC_FILE = /design/flow/constraint.sdc
export NUM_CORES = 4
export LEC_CHECK = 1
export CORE_UTILIZATION = 30
==> flow/constraint.sdc <==
current_design i2c_oled_init_top

set clk_period 3.3
set clk_io_pct 0.2

create_clock -name clk0 -period $clk_period [get_ports {clk}]

set non_clock_inputs [all_inputs -no_clocks]
set_input_delay [expr $clk_period * $clk_io_pct] -clock clk0 $non_clock_inputs
set_output_delay [expr $clk_period * $clk_io_pct] -clock clk0 [all_outputs]
==> results.json <==
{
  "fp_util_pct": 31.4,
  "cts_sinks": 64,
  "rows": 39,
  "synth_cells": 385,
  "ys_seq_share_pct": 45.1,
  "synth_flops": 64,
  "ff_type": "dfrtp_1",
  "die_h_um": 112,
  "adder_share_pct": 3.77,
  "numCtsBuffers": 9,
  "netlist_area_um2": 3650,
  "logic_family": "AND-OR/OR-AND gates",
  "ys_sh_xor_pct": 1.20,
  "ios": 5,
  "ctsLongestPathBuffers": 2,
  "root_buffer": "clkbuf_16",
  "haltStage": "clock tree synthesis (4_1_cts)",
  "synth.avg_cell_area_um2": 9.48,
  "fp.dieW_um": 112,
  "yosysWarnings": 3,
  "place.gp.congestion": 0.892,
  "dp_hpwl_um": 5170,
  "synth.distinct_cells": 69,
  "synthAoiAreaFrac_pct": 20.2,
  "status": "did not finish",
  "numPortBuffers": 3,
  "mux_share_pct": 4.97,
  "ys_cells": 385,
  "pre_cts_slack_ns": 1.02,
  "synth-edff-count": 8,
  "ys_async_sr_fraction_pct": 87.5,
  "cts_max_level": 3,
  "cts_hold_buf": 0,
  "yosys_area_um2": 3650,
  "tool.error": "[error] [KeplerFormal.cpp:679] Workflow failed: Iso has multiple drivers: .sda0, sda$_DFFE_PN1P_.Q0",
  "ctsResizeCount": 0,
  "simple_gate_area_share_pct": 20.2,
  "post_cts_buffers": 0
}
==> Yosys cell counts (all sizes together), types with 4 or more instances <==
cell	number	area, µm²
a211o	4	35.0
a21oi	8	40.0
a31oi	28	175
and3	5	31.3
buf	8	51.3
clkbuf	16	61.3
dfrtp	53	1330
edfxtp	8	240
ha	11	138
inv	14	52.6
mux2i	8	80.1
nand2	39	146
nand2b	4	25.0
nand3	16	80.1
nand4	7	43.8
nor2	31	116
nor3	9	45.0
nor4	4	25.0
o211ai	7	52.6
o21ai	21	105
o31ai	4	30.0
or3	5	31.3
or4	4	33.8
xor2	4	35.0
==> through the flow <==
step	cells	util, %	power, µW	hold WS, ns	cell area [µm²]
floorplan	385	-	813	0.364	3650
global placement	511	32.5	829	0.438	3770
detailed placement	511	32.5	828	0.433	3770
==> cells by family after synthesis <==
family                   count (synthesis)
AND/OR/NAND/NOR                        145
AND-OR/OR-AND                          107
flip-flops                              64
buffers and inverters                   39
multiplexers                            14
adder cells (fa/ha/maj)                 11
XOR/XNOR                                 5
Power is estimated from default activity; no workload was simulated.
